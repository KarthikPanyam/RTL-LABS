$ cat flow/design.v
module dualport (
					input clk, rst, we, re,
					input [3:0] rd_add, wr_add,
					input [7:0] datain,
					output reg [7:0] dataout);
		reg [7:0] ram [15:0];
		integer i;
		always @ (posedge clk) 
		begin
			if (rst)
			begin
				for(i=0;i<=15;i = i+1)begin
				ram[i] <= 0;	
				end
				dataout<=0;				
			end
			else if (we)
			begin
					ram[wr_add] <= datain;
			end
			else if (re)
			begin
					dataout <= ram[rd_add];
			end
			else
			begin
				dataout<=dataout;
				ram[wr_add] <= ram[wr_add];
			end
		end
endmodule
$ cat flow/run.sh
#!/bin/bash
# OpenROAD 26Q1-2900-gdf79404cd8, Yosys 0.63+post, stock flow scripts
make -C /OpenROAD-flow-scripts/flow DESIGN_CONFIG=/design/flow/config.mk WORK_HOME=/design/flow/orfs finish
$ cat flow/config.mk
export PLATFORM = sky130hd
export DESIGN_NAME = dualport
export DESIGN_NICKNAME = dualport
export VERILOG_FILES = /design/flow/design.v
export SDC_FILE = /design/flow/constraint.sdc
export NUM_CORES = 4
export LEC_CHECK = 1
export CORE_UTILIZATION = 30
$ cat flow/constraint.sdc
current_design dualport

set clk_period 5.0
set clk_io_pct 0.2

create_clock -name clk0 -period $clk_period [get_ports {clk}]

set non_clock_inputs [all_inputs -no_clocks]
set_input_delay [expr $clk_period * $clk_io_pct] -clock clk0 $non_clock_inputs
set_output_delay [expr $clk_period * $clk_io_pct] -clock clk0 [all_outputs]
==> results.sh <==
# physical design summary
export IMPL_diodes=0
export IMPL_hold_depth=2
export IMPL_grt_pass1_wl_mm=21.8
export IMPL_drive_above_1_share=0.167
export IMPL_yosysWarnings=1
export IMPL_cp_arrival_ns=3.15
export IMPL_hold_path_class="reg2reg"
export IMPL_ys_sh_simple=0.164
export IMPL_antenna_found_initial=0
export IMPL_netlist_area_sq_mm=0.00623
export IMPL_cts_buffers=17
export IMPL_grt_max_degree=37
export IMPL_startpoint="rst"
export IMPL_seq_area_sq_mm=0.00400
export IMPL_coreArea_sq_mm=0.0203
export IMPL_warning_count=25
export IMPL_synth_distinct_cells=27
export IMPL_cts_root_buf="clkbuf_16"
export IMPL_ys_area_sq_mm=0.00623
export IMPL_layout_top_cell="and2_1"
export IMPL_fin_cells=738
export IMPL_initialDrtViolationCount=198
export IMPL_ys_seq_share=0.642
export IMPL_worst_pin_slew_ns=0.912
export IMPL_dp_cells=707
export IMPL_drt_pre_antenna_iters=4
export IMPL_dp_hpwl_mm=9.11
export IMPL_cp_cell_sequence="clkdlybuf4s50_1 -> inv_1 -> nand4_1 -> nor3_1 -> or2_2"
export IMPL_hold_buffers=0
export IMPL_finalHoldViolations=0
export IMPL_rrSetupSlack_ns=3.59
export IMPL_cts_resized=0
export IMPL_vias_per_cell=4.67
export IMPL_slew_viol_final=0
export IMPL_portBuffers=27
export IMPL_place_gp_congestion=0.852
export IMPL_initCoreUtil=0.307
export IMPL_path_clk_slew_ns=0.05
export IMPL_yosys_area_share_aoi=0.0462
export IMPL_ant_nets=0
export IMPL_cpPeakStageDelay_ns=0.58
export IMPL_synth_xor_area_share=0
export IMPL_peakVddDrop_uv=237
export IMPL_synth_flops=136
export IMPL_clock_sinks=136
export IMPL_rows=52
export IMPL_logic_area_sq_mm=0.00209
export IMPL_grt_overflow=0
export IMPL_remaining_drc_errors=0
export IMPL_relSlewSlack=0.391
export IMPL_p_leak_nw=2.56
export IMPL_first_global_vias=3686
export IMPL_crit_slowest_cell="clkdlybuf4s50_1"
export IMPL_syn2layout_area_growth_pct=18.1
export IMPL_crit_fanout=15
export IMPL_status="finished, final reports clean"
export IMPL_critical_path_class="in2reg"
export IMPL_ff2ff_path_depth=3
export IMPL_hold_path_startpoint="dataout[3]"
export IMPL_fmax_mhz=328
export IMPL_end_kind="register"
export IMPL_post_drt_wl_per_cell_um=18.9
export IMPL_r2r_end="dataout[3]"
export IMPL_cp_start_kind="input port"
export IMPL_mux_area_frac=0.125
export IMPL_synth_logic_top_family="simple AND/OR/NAND/NOR gates"
export IMPL_setup_viol=0
export IMPL_drv_cap=0
export IMPL_ios=28
export IMPL_syn_area_per_cell_sq_um=14.9
export IMPL_post_cts_buffers=0
export IMPL_synth_cells=417
export IMPL_cts_htree_levels=4
export IMPL_pwr_density_cell_mw_per_mm2=365
export IMPL_rsz0062_at_grt="no"
export IMPL_min_period_ns=3.04
export IMPL_via_count=3450
export IMPL_mostFrequentLayoutCells="and2_1 (129), edfxtp_1 (128), mux2i_1 (26), clkdlybuf4s50_1 (26), mux4_2 (23)"
export IMPL_n_fill_cell=1897
export IMPL_totalWireLength_mm=13.9
export IMPL_clock_latency_ns=0.41
export IMPL_holdPathEnd="dataout[3]"
export IMPL_die_w_um=146
export IMPL_clockBufferDepth=2
export IMPL_fin_crit_sh=0.609
export IMPL_die_area_sq_mm=0.0214
export IMPL_finClkSkew_ns=0.00558
export IMPL_crit_required_ns=5.11
export IMPL_fin_setup_tns_ns=0
export IMPL_fp_dieH_um=146
export IMPL_r2r_start="ram[4][3]"
export IMPL_grtUsageTotal=0.146
export IMPL_ys_sh_adder=0
export IMPL_cts_tree="yes"
export IMPL_ys_cells=417
[where the power goes]
group | switching, mW | leakage (nW) | internal [mW]
Sequential | 0.0193 | 1.29 | 1.31
Combinational | 0.112 | 1.01 | 0.0836
Clock | 0.439 | 0.256 | 0.720
Total | 0.570 | 2.56 | 2.11
[Yosys cell counts, drive strengths merged]
cell      n  area share
and2    129        0.13
edfxtp  128        0.62
mux2i    26       0.042
mux4     23       0.083
o21ai    19       0.015
nor2     13      0.0078
buf      12       0.015
nand2    12      0.0072
clkbuf   10      0.0062
o211ai    9       0.011
a221oi    8       0.019
dfxtp     8       0.026
nor3      4      0.0048
or2       4      0.0040
nand2b    3      0.0030
inv       2      0.0012
nand4     2      0.0020
a21oi     1     0.00080
nand4b    1      0.0014
nor2b     1      0.0010
nor3b     1      0.0012
or4b      1      0.0022
[state kept, by name (all words and copies together), names as in the netlist]
signal   count
ram        128
dataout      8
[cells by family (layout without fill, tap and decap cells)]
logic type	Yosys count	after routing
and+or+nand+nor	171	171
DFF	136	136
muxes	49	49
AOI/OAI and AO/OA	37	37
buffers and inverters	24	75
[routing by layer]
| layer | global-route usage | wire length [um] | up-vias |
|---|---|---|---|
| met4 | 0.0141 | 112 | 0 |
| met3 | 0.0803 | 1470 | 8 |
| met5 | 0 | 0 | - |
| met2 | 0.212 | 6270 | 131 |
| li1 | - | - | 1629 |
| met1 | 0.212 | 6090 | 1682 |
[worst max-delay path by stage]
stage | end | slack [ns] | depth (start not counted)
CTS | ram[12][3] | 2.01 | 5
global route | ram[4][1] | 1.71 | 5
finish | ram[12][3] | 1.96 | 5
[critical path: cells and delay by family]
kind          cells  cell delay (ns)
simple gates      3             1.24
buf+inv           2             0.91
[metrics by stage]
stage	hold WS [ns]	power, mW	utilization	setup WS (ns)	cell area, sq um
CTS	0.496	2.70	0.363	2.01	7360
global placement	0.480	1.55	0.336	1.72	6820
detailed placement	0.483	1.55	0.336	1.57	6820
global route	0.526	2.78	0.363	1.71	7360
finish	0.495	2.68	0.363	1.96	7360
floorplan	0.429	1.46	-	2.56	6230
[layout make-up]
cell class                 count  area share
multi-input combinational    257       0.284
clock inverter                11      0.0146
tap                          270      0.0459
inverter                       2     0.00102
sequential                   136       0.544
clock buffer                  20      0.0593
timing repair buffer          42      0.0513
Power is estimated from default activity; no workload was simulated.
