===== ./design.v =====
module alu_design ( input oe,
					input [3:0] command_in,
					input [7:0] a,b,
					output [15:0] dout);
			parameter ADD = 4'b0000,
					  SUB = 4'b0001,
					  INC = 4'b0010,
					  DEC = 4'd3,
					  MUL = 4'd4,
					  DIV =4'd5,
					  SHL = 4'd6,
					  SHR = 4'd7,
					  AND = 4'd8,
					  OR = 4'd9,
					  INVe = 4'd10,
					  NAND = 4'd11,
					  NOR = 4'd12,
					  XOR =  4'd13,
					  XNOR = 4'd14,
					  BUFf = 4'd15;
			reg [15:0]out;
	always@(command_in,a,b) begin
		case(command_in)
			ADD: out = a+b;
			SUB: out = a-b;
			INC: out = a+1;
			DEC: out = a-1;
			MUL: out = a*b;
			DIV: out = a/b;
			SHL: out = a<<1;
			SHR: out = a>>1;
			AND: out =a&&b;
			OR: out = a||b;
			INVe: out = !a;
			NAND : out= ~(a&b);
			NOR: out= ~(a|b);
			XOR : out= a^b;
			XNOR : out=~(a^b);
			BUFf : out= a;
			default out = 0;
		endcase
	end
	assign dout = oe?out:16'hzzzz;
endmodule

===== ./constraint.sdc =====
current_design alu_design

set clk_period 32.5
set clk_io_pct 0.2

create_clock -name clk0 -period $clk_period

set non_clock_inputs [all_inputs -no_clocks]
set_input_delay [expr $clk_period * $clk_io_pct] -clock clk0 $non_clock_inputs
set_output_delay [expr $clk_period * $clk_io_pct] -clock clk0 [all_outputs]

===== ./config.mk =====
export PLATFORM = sky130hd
export DESIGN_NAME = alu_design
export DESIGN_NICKNAME = alu_design
export VERILOG_FILES = /design/flow/design.v
export SDC_FILE = /design/flow/constraint.sdc
export NUM_CORES = 4
export LEC_CHECK = 1
export CORE_UTILIZATION = 40

===== ./run.sh =====
#!/bin/bash
# OpenROAD 26Q1-2900-gdf79404cd8, Yosys 0.63+post, stock flow scripts
make -C /OpenROAD-flow-scripts/flow DESIGN_CONFIG=/design/flow/config.mk WORK_HOME=/design/flow/orfs finish

==> results.json <==
{
  "rsz0062_at_grt": "true",
  "hold_depth": 6,
  "placed_cell_area_mm2": 0.01178,
  "fin_crit_ns": 36.31,
  "topCellsByArea": "ha_1, fa_1, nor2_1",
  "leakage_uw": 0.006416,
  "portBuffers": 36,
  "viasPerCell": 5.489,
  "initial_utilization_pct": 40.78,
  "p_total_uw": 1804,
  "crit_required_ns": 26.00,
  "status": "finished, violations left",
  "syn_area_mm2": 0.008899,
  "wl_per_cell_um": 16.21,
  "crit_buf_inv": 35,
  "cp_num_cells": 136,
  "ant_nets": 0,
  "dr.pass1.iters": 5,
  "p_switching_uw": 790.8,
  "finalInstanceArea_mm2": 0.01323,
  "path_delay_family": "AND-OR/OR-AND gates",
  "swShare_pct": 43.84,
  "synth_warnings": 2,
  "worstPathMaxFanout": 8,
  "setup_viol": 3,
  "path_common_cell": "buf_4",
  "grt-ovfl-total": 0,
  "drive_above_1_share_pct": 34.73,
  "fin_ws_ns": -3.808,
  "hp-class": "in -> out",
  "synth-area-yosys_mm2": 0.008899,
  "regArea_um2": 0,
  "grt_pass1_vias": 9603,
  "warnings": 56,
  "ys_cells": 1216,
  "antenna_found_initial": 1,
  "cts_hold_buffers": 0,
  "clock.fmax_mhz": 27.54,
  "nFillCells": 1828,
  "max-cap-violations": 0,
  "power.density_mw_per_mm2": 136.3,
  "synth_cell_types": 94,
  "dp_hpwl_um": 22770,
  "final_max_slew_viol_count": 0,
  "cp_slowest_cell": "o32a_1",
  "pre_cts_slack_ns": -4.940,
  "synth_cells": 1216,
  "layout_top_cell": "buf_4",
  "cp-start-kind": "primary input",
  "die_w_um": 151.2,
  "slowest_delay_ns": 0.42,
  "fp.dieArea_mm2": 0.02285,
  "vias": 10310,
  "die_h_um": 151.2,
  "worst_setup_path_end_kind": "output port",
  "hold_viol": 0,
  "areaGrowthSynthToFinish_pct": 48.71,
  "nFlopsAndLatches": 0,
  "grt_usage_pct": 27.68,
  "rows": 54,
  "violations": "setup timing",
  "top_cell_area_share_pct": 24.18,
  "globalplace.congestion": 0.9811,
  "largest_area_cell": "ha_1",
  "grt_pass1_wl_um": 48800,
  "ys_seq_share_pct": 0,
  "slew_headroom_pct": 42.35,
  "arrival_ns": 29.81,
  "io_pins": 37,
  "combGateArea_mm2": 0.009223,
  "worstSetupPathType": "in -> out",
  "grt_max_degree": 35,
  "peakVddDrop_v": 0.0003927,
  "drt_iter0_drc": 604,
  "layout_top_cells": "buf_4, ha_1, nor2_1",
  "min_period_over_period_pct": 111.7,
  "internal-power_uw": 1013,
  "finalWirelength_um": 30460,
  "syn_avg_cell_area_um2": 7.318,
  "worstMarginPinSlew_ns": 0.8648,
  "core_area_mm2": 0.02182,
  "drc": 0,
  "clkbuf_count": 0
}
## power groups by stage
stage	Sequential, uW	Clock, uW	Combinational, uW
5_1_grt	0	0	1990
4_1_cts	0	0	1720
## worst min-delay path, cell delays in order
cell and delay, ns:
buf_2 0.12, buf_4 0.17, o21ai_0 0.19, fa_1 0.20, a21oi_1 0.05, buf_2 0.11
## logic make-up (layout without fill, tap and decap cells)
kind of cell,count (synthesis),after routing,share of synthesized area (%)
other,1,9,0.04214
buffers and inverters,146,521,6.384
multiplexers,47,47,5.835
XOR/XNOR,62,62,6.102
AND/OR/NAND/NOR,392,392,21.15
AND-OR/OR-AND,357,357,27.64
adder cells (fa/ha/maj),211,211,32.85
## metrics by stage
stage | hold WS, ns | util, % | setup TNS [ns] | instances
after floorplan | 13.17 | - | -7.098 | 1223
after global placement | 14.43 | 53.96 | -10.45 | 1763
after detailed placement | 14.45 | 53.96 | -10.64 | 1763
after CTS | 13.84 | 58.51 | -6.214 | 1854
after global routing | 13.90 | 60.62 | -9.698 | 1878
final | 13.84 | 60.64 | -6.591 | 1879
## routing by layer
metal  track usage (%)  vias to the layer above  wire, um
li1                  -                     5195         -
met1             40.37                     4821     14530
met2             43.03                      264     13320
met3             5.653                       34      2171
met4             4.350                        0       443
met5                 0                        -         0
## cell usage after synthesis, types with 4 or more instances
library cell  number
xor2_1            23
clkbuf_1          28
or2_2              6
mux2_4             4
nor2b_1           15
a31oi_1            8
a22oi_1            9
xnor2_1           39
mux2_2            23
o221ai_1           5
o21ai_1            4
nor4_1             4
nand2_1           94
nor2_1           128
buf_1              6
or3_1             15
nand3_1           18
mux2i_1           20
nand2b_1          10
ha_1             172
a21o_1            20
a211oi_1           8
o31ai_1           27
fa_1              38
a21oi_1           94
and2_1             9
nand4_1            7
and3_1             5
o21a_1            41
o21ai_0           57
o211ai_1           9
o32a_1             5
or4_1              4
inv_1            103
o21bai_1          11
buf_2              4
o22ai_1            8
nor3_1            58
## path summary, 6_finish.rpt
kind  startpoint      end
min         b[1]  dout[1]
max         b[0]  dout[0]
## area by class of cell
cell class	instances	area share, %
multi-input combinational	1077	69.70
timing repair buffer	415	24.55
inverter	106	3.092
tap	280	2.648
antenna	1	0.01891
## what timing repair did
| item | CTS | global route |
|---|---|---|
| setup endpoints to repair | 3 | 3 |
| setup buffers | 91 | 25 |
| pin swaps | 46 | 44 |
| gates resized | 97 | 51 |
Power figures rest on the tool's default switching activity, not on a simulated workload.
