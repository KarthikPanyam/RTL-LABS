[design.v]
module fifo16x8 (
input clk, rst,
input [7:0] din,
input re, we,
output reg [7:0] dout,
output empty, full);
reg [4:0] wr_ptr, rd_ptr;
integer i;
reg [7:0] mem [0:15];
always @ (posedge clk)
begin
	if(rst) begin
		dout<=0;
		{wr_ptr, rd_ptr} <= 0;
		for (i = 0; i<16; i = i+1)
			mem[i] <= 0;
	end
	else begin
		if(we && !full) begin
			mem[wr_ptr[3:0]] <= din;
			wr_ptr <= wr_ptr + 1;
		end
		if(re && !empty) begin
			dout<= mem[rd_ptr[3:0]];
			rd_ptr <= rd_ptr + 1;
		end
	end
end
assign empty = ( wr_ptr == rd_ptr) ? 1'b1:1'b0;
assign full = ( (wr_ptr[3:0] == rd_ptr[3:0]) && (wr_ptr[4] != rd_ptr[4]) ) ? 1'b1:1'b0;
endmodule
[run.sh]
#!/bin/bash
# OpenROAD 26Q1-2900-gdf79404cd8, Yosys 0.63+post, stock flow scripts
make -C /OpenROAD-flow-scripts/flow DESIGN_CONFIG=/design/flow/config.mk WORK_HOME=/design/flow/orfs finish
[config.mk]
export PLATFORM = sky130hd
export DESIGN_NAME = fifo16x8
export DESIGN_NICKNAME = fifo16x8
export VERILOG_FILES = /design/flow/design.v
export SDC_FILE = /design/flow/constraint.sdc
export NUM_CORES = 4
export LEC_CHECK = 1
export CORE_UTILIZATION = 50
[constraint.sdc]
current_design fifo16x8

set clk_period 6.4
set clk_io_pct 0.2

create_clock -name clk0 -period $clk_period [get_ports {clk}]

set non_clock_inputs [all_inputs -no_clocks]
set_input_delay [expr $clk_period * $clk_io_pct] -clock clk0 $non_clock_inputs
set_output_delay [expr $clk_period * $clk_io_pct] -clock clk0 [all_outputs]
==> flow_metrics.env <==
# physical design summary
export IMPL_status="completed"
export IMPL_cp_top_family="buffers and inverters"
export IMPL_antenna_cells=0
export IMPL_grt_max_degree=53
export IMPL_logic_area_sq_mm=0.002265
export IMPL_combPwrFrac=0.117
export IMPL_power_frac_seq=0.459
export IMPL_drtPass1Iterations=4
export IMPL_peakVddDrop_v=0.0001933
export IMPL_warnings=28
export IMPL_ys_seq_share=0.6313
export IMPL_drt_iter0_drc=314
export IMPL_wire_per_inst_um=21.80
export IMPL_yosys_warnings=1
export IMPL_area_growth_syn_to_layout_pct=13.36
export IMPL_crit_path_max_incr_delay_ps=540
export IMPL_place_hpwl_um=10750
export IMPL_setup_ws_ps=2644
export IMPL_finClkSkew_ps=9.546
export IMPL_pre_cts_ws_ps=2295
export IMPL_flop_cell="edfxtp_1"
export IMPL_die_w_um=117.4
export IMPL_rows=41
export IMPL_critPathBufInv=2
export IMPL_clockBufferDepth=2
export IMPL_grt_pass1_vias=4158
export IMPL_finalClockPeriodUsage=0.5869
export IMPL_grt_pass1_wl_um=23510
export IMPL_powerDensity_mw_per_mm2=317.8
export IMPL_leakage_nw=2.523
export IMPL_hold_viol=0
export IMPL_syn_inst=521
export IMPL_end_kind="output pin"
export IMPL_rsz0062_at_grt="no"
export IMPL_yosysCellCount=521
export IMPL_syn_avg_cell_area_sq_um=12.78
export IMPL_core_area_sq_mm=0.01282
export IMPL_worst_pin_slew_ps=824.5
export IMPL_clk_pin_slew_worst_paths_ps=60
export IMPL_totalWireLength_um=15570
export IMPL_min_period_ps=3756
export IMPL_crit_arrival_ps=2480
export IMPL_synth_edff_count=128
export IMPL_cts_root_buf="clkbuf_16"
export IMPL_path_cells="buf_4, xnor2_1, nand4_1, nor2_1, clkdlybuf4s50_1"
export IMPL_slew_violations=0
export IMPL_portBuffers=21
export IMPL_flop_area_sq_mm=0.004207
export IMPL_hold_buffers=0
export IMPL_critPathMaxFanout=52
export IMPL_fin_setup_tns_ps=0
export IMPL_htreeDepth=4
export IMPL_dieArea_sq_mm=0.01378
export IMPL_overflow=0
export IMPL_path_class="flip-flop to output pin"
export IMPL_drv_cap=0
export IMPL_cts_buffers=17
export IMPL_antenna_found_initial=0
export IMPL_fp_dieH_um=117.4
export IMPL_ys_area_sq_mm=0.006659
export IMPL_n_fill_cell=1007
export IMPL_cts_resized=0
export IMPL_fp_util=0.5192
export IMPL_clk_latency_ps=420
export IMPL_cts_setup_buffers=0
export IMPL_p_total_mw=2.399
export IMPL_max_slew_margin=0.4483
export IMPL_drive_above_1_share=0.1568
export IMPL_vias=4050
export IMPL_cts_sinks=146
export IMPL_p_int_mw=1.848
export IMPL_synthArstFlopShare=0
export IMPL_cpMaxStageDelayCell="buf_4"
export IMPL_via_per_inst=5.672
export IMPL_finalSetupViolations=0
export IMPL_grt_usage=0.2565
export IMPL_synth_area_sq_mm=0.006659
export IMPL_fmaxAchievable_ghz=0.2662
export IMPL_drc=0
export IMPL_min_path_type="flip-flop to flip-flop"
export IMPL_yosysUniqueCellTypes=41
export IMPL_ant_nets=0
export IMPL_worst_endpoint_required_ps=5120
export IMPL_io_pins=22
export IMPL_p_clk_frac=0.424
export IMPL_synth_flops=146
export IMPL_power_switching_mw=0.5512
export IMPL_place_gp_congestion=0.9074
export IMPL_p_sw_frac=0.2297
export IMPL_cts_tree="done"
export IMPL_cp_start_kind="flip-flop"
cell usage in the layout (no fill, tap or decap), drive strengths merged, types with 5 or more instances in the layout:
master and n:
a211oi 16, and2 9, clkbuf 17, clkdlybuf4s50 21, clkinv 6, dfxtp 18
edfxtp 128, ha 5, mux2 16, mux4 24, nand2 40, nand2b 6
nor2 139, nor2b 10, nor3 16, o21bai 12, o22ai 8, xnor2 7
xor2 5
path summary, 6_finish.rpt:
| kind | startpoint | to | slack, ps | cells past startpoint |
|---|---|---|---|---|
| worst max-delay path | rd_ptr[2] | empty | 2640 | 5 |
| worst min-delay path | dout[5] | dout[5] | 490 | 2 |
| worst max register to register | rd_ptr[2] | mem[4][7] | 3130 | 6 |
| worst min register to register | dout[5] | dout[5] | 490 | 2 |
per-stage QoR:
stage | hold slack (ps) | instances | area (sq um) | utilization
3_3_place_gp | 480.3 | 682 | 6934 | 0.5407
6_report | 486.4 | 714 | 7548 | 0.5886
4_1_cts | 490.7 | 714 | 7548 | 0.5886
5_1_grt | 509.0 | 714 | 7548 | 0.5886
3_5_place_dp | 478.7 | 682 | 6934 | 0.5407
2_1_floorplan | 454.5 | 521 | 6659 | -
worst register-to-register path, cell delays in order (launching register included):
cell and delay (ps):
dfxtp_2 310, buf_4 540, xnor2_1 190, and4_1 290, a21oi_4 330, nand2_2 460, o21bai_1 790
final cells by class:
cell class	count	area share
repair buffers	25	0.03182
flip-flops and latches	146	0.5573
clock inverters	15	0.02503
well taps	172	0.02851
inverters	2	0.0009945
clock buffers	17	0.05636
multi-input cells	337	0.3000
metal layers:
layer	share of wire	wire length, um	global-route usage
met1	0.39	6148	0.3736
met2	0.46	7209	0.3606
met3	0.13	1970	0.1582
met4	0.015	239	0.04708
met5	0	0	0
power groups by stage:
stage / clock [mW] / sequential [mW] / combinational (mW)
5_1_grt: 1.07 / 1.11 / 0.306
6_report: 1.02 / 1.10 / 0.281
4_1_cts: 1.03 / 1.10 / 0.285
logic make-up after synthesis:
kind of cell / count (synthesis) / share of synthesized area
simple gates: 228 / 0.1454
mux: 41 / 0.1120
fa+ha+maj: 5 / 0.009395
flops: 146 / 0.6313
compound gates: 51 / 0.05750
buf+inv: 38 / 0.02856
xor+xnor: 12 / 0.01578
cells in the mapped netlist, types with 8 or more instances:
library cell    n  area (sq um)
nor3_1         16         80.08
buf_2          20         100.1
nor2_1        139         521.8
dfxtp_1        18         360.4
nand2_1        36         135.1
clkbuf_1        8         30.03
nor2b_1        10         62.56
edfxtp_1      128          3844
and2_1          9         56.30
o22ai_1         8         50.05
a211oi_1       16         120.1
o21bai_1       12         90.09
mux2_2         16         180.2
mux4_2         20         450.4
flip-flops by register name, summed over array words and instances (netlist names):
name	flops
mem	128
dout	8
rd_ptr	5
wr_ptr	5
Power is estimated from default activity; no workload was simulated.
